==> design/flow/design.v <==
module conv2_calc_5ks_1(
	valid_in, clk, rst,
	out_data_0, out_data_1, out_data_2, out_data_3, out_data_4,
	out_data_5, out_data_6, out_data_7, out_data_8, out_data_9,
	out_data_10, out_data_11, out_data_12, out_data_13, out_data_14,
	out_data_15, out_data_16, out_data_17, out_data_18, out_data_19,
	out_data_20, out_data_21, out_data_22, out_data_23, out_data_24,
    out_weight_0, out_weight_1,out_weight_2,out_weight_3,out_weight_4,out_weight_5,out_weight_6,
    out_weight_7,out_weight_8,out_weight_9,out_weight_10,out_weight_11,out_weight_12,out_weight_13,
    out_weight_14,out_weight_15,out_weight_16,out_weight_17,out_weight_18,out_weight_19,out_weight_20,
    out_weight_21,out_weight_22,out_weight_23,out_weight_24,out_weight_25,out_weight_26,out_weight_27,
    out_weight_28,out_weight_29,out_weight_30,out_weight_31,out_weight_32,out_weight_33,out_weight_34,
    out_weight_35,out_weight_36,out_weight_37,out_weight_38,out_weight_39,out_weight_40,out_weight_41,
    out_weight_42,out_weight_43,out_weight_44,out_weight_45,out_weight_46,out_weight_47,out_weight_48,
    out_weight_49,out_weight_50,out_weight_51,out_weight_52,out_weight_53,out_weight_54,out_weight_55,
    out_weight_56,out_weight_57,out_weight_58,out_weight_59,out_weight_60,out_weight_61,out_weight_62,
    out_weight_63,out_weight_64,out_weight_65,out_weight_66,out_weight_67,out_weight_68,out_weight_69,
    out_weight_70,out_weight_71,out_weight_72,out_weight_73,out_weight_74,
    bias_0, bias_1, bias_2,
	conv_out_1, conv_out_2, conv_out_3,
	valid_out
);
input valid_in, clk, rst;
input [11:0] out_data_0, out_data_1, out_data_2, out_data_3, out_data_4,
			out_data_5, out_data_6, out_data_7, out_data_8, out_data_9,
			out_data_10, out_data_11, out_data_12, out_data_13, out_data_14,
			out_data_15, out_data_16, out_data_17, out_data_18, out_data_19,
			out_data_20, out_data_21, out_data_22, out_data_23, out_data_24;
input [3:0] out_weight_0, out_weight_1,out_weight_2,out_weight_3,out_weight_4,out_weight_5,out_weight_6,
           out_weight_7,out_weight_8,out_weight_9,out_weight_10,out_weight_11,out_weight_12,out_weight_13,
           out_weight_14,out_weight_15,out_weight_16,out_weight_17,out_weight_18,out_weight_19,out_weight_20,
           out_weight_21,out_weight_22,out_weight_23,out_weight_24,out_weight_25,out_weight_26,out_weight_27,
           out_weight_28,out_weight_29,out_weight_30,out_weight_31,out_weight_32,out_weight_33,out_weight_34,
           out_weight_35,out_weight_36,out_weight_37,out_weight_38,out_weight_39,out_weight_40,out_weight_41,
           out_weight_42,out_weight_43,out_weight_44,out_weight_45,out_weight_46,out_weight_47,out_weight_48,
           out_weight_49,out_weight_50,out_weight_51,out_weight_52,out_weight_53,out_weight_54,out_weight_55,
           out_weight_56,out_weight_57,out_weight_58,out_weight_59,out_weight_60,out_weight_61,out_weight_62,
           out_weight_63,out_weight_64,out_weight_65,out_weight_66,out_weight_67,out_weight_68,out_weight_69,
           out_weight_70,out_weight_71,out_weight_72,out_weight_73,out_weight_74;
input [7:0] bias_0, bias_1, bias_2;			
output signed [11:0] conv_out_1;
output signed [11:0] conv_out_2;
output signed [11:0] conv_out_3;
output valid_out;
wire signed [19:0] calc_out_1;  
wire signed [19:0] calc_out_2;  
wire signed [19:0] calc_out_3;  
wire signed [11:0] exp_bias [0:2];
reg [3:0] weight_1 [0:24];
reg [3:0] weight_2 [0:24];
reg [3:0] weight_3 [0:24];
wire signed [18:0] mul_out_1 [0:24];  
wire signed [18:0] mul_out_2 [0:24];  
wire signed [18:0] mul_out_3 [0:24];  
wire [11:0] exp_data [0:24];
assign exp_data[0] = out_data_0;
assign exp_data[1] = out_data_1;
assign exp_data[2] = out_data_2;
assign exp_data[3] = out_data_3;
assign exp_data[4] = out_data_4;
assign exp_data[5] = out_data_5;
assign exp_data[6] = out_data_6;
assign exp_data[7] = out_data_7;
assign exp_data[8] = out_data_8;
assign exp_data[9] = out_data_9;
assign exp_data[10] = out_data_10;
assign exp_data[11] = out_data_11;
assign exp_data[12] = out_data_12;
assign exp_data[13] = out_data_13;
assign exp_data[14] = out_data_14;
assign exp_data[15] = out_data_15;
assign exp_data[16] = out_data_16;
assign exp_data[17] = out_data_17;
assign exp_data[18] = out_data_18;
assign exp_data[19] = out_data_19;
assign exp_data[20] = out_data_20;
assign exp_data[21] = out_data_21;
assign exp_data[22] = out_data_22;
assign exp_data[23] = out_data_23;
assign exp_data[24] = out_data_24;
assign exp_bias[0] = (bias_0[7] == 1) ? {4'b1111, bias_0} : {4'd0, bias_0};
assign exp_bias[1] = (bias_1[7] == 1) ? {4'b1111, bias_1} : {4'd0, bias_1};
assign exp_bias[2] = (bias_2[7] == 1) ? {4'b1111, bias_2} : {4'd0, bias_2};
pe_2 pe1_1_0(clk, rst, out_weight_0, exp_data[0],  mul_out_1[0]);
pe_2 pe1_1_1(clk, rst, out_weight_1, exp_data[1],  mul_out_1[1]);
pe_2 pe1_1_2(clk, rst, out_weight_2, exp_data[2],  mul_out_1[2]);
pe_2 pe1_1_3(clk, rst, out_weight_3, exp_data[3],  mul_out_1[3]);
pe_2 pe1_1_4(clk, rst, out_weight_4, exp_data[4],  mul_out_1[4]);
pe_2 pe1_1_5(clk, rst, out_weight_5, exp_data[5],  mul_out_1[5]);
pe_2 pe1_1_6(clk, rst, out_weight_6, exp_data[6],  mul_out_1[6]);
pe_2 pe1_1_7(clk, rst, out_weight_7, exp_data[7],  mul_out_1[7]);
pe_2 pe1_1_8(clk, rst, out_weight_8, exp_data[8],  mul_out_1[8]);
pe_2 pe1_1_9(clk, rst, out_weight_9, exp_data[9],  mul_out_1[9]);
pe_2 pe1_1_10(clk, rst, out_weight_10, exp_data[10],  mul_out_1[10]);
pe_2 pe1_1_11(clk, rst, out_weight_11, exp_data[11],  mul_out_1[11]);
pe_2 pe1_1_12(clk, rst, out_weight_12, exp_data[12],  mul_out_1[12]);
pe_2 pe1_1_13(clk, rst, out_weight_13, exp_data[13],  mul_out_1[13]);
pe_2 pe1_1_14(clk, rst, out_weight_14, exp_data[14],  mul_out_1[14]);
pe_2 pe1_1_15(clk, rst, out_weight_15, exp_data[15],  mul_out_1[15]);
pe_2 pe1_1_16(clk, rst, out_weight_16, exp_data[16],  mul_out_1[16]);
pe_2 pe1_1_17(clk, rst, out_weight_17, exp_data[17],  mul_out_1[17]);
pe_2 pe1_1_18(clk, rst, out_weight_18, exp_data[18],  mul_out_1[18]);
pe_2 pe1_1_19(clk, rst, out_weight_19, exp_data[19],  mul_out_1[19]);
pe_2 pe1_1_20(clk, rst, out_weight_20, exp_data[20],  mul_out_1[20]);
pe_2 pe1_1_21(clk, rst, out_weight_21, exp_data[21],  mul_out_1[21]);
pe_2 pe1_1_22(clk, rst, out_weight_22, exp_data[22],  mul_out_1[22]);
pe_2 pe1_1_23(clk, rst, out_weight_23, exp_data[23],  mul_out_1[23]);
pe_2 pe1_1_24(clk, rst, out_weight_24, exp_data[24],  mul_out_1[24]);
pe_2 pe1_2_0(clk, rst, out_weight_25, exp_data[0],  mul_out_2[0]);
pe_2 pe1_2_1(clk, rst, out_weight_26, exp_data[1],  mul_out_2[1]);
pe_2 pe1_2_2(clk, rst, out_weight_27, exp_data[2],  mul_out_2[2]);
pe_2 pe1_2_3(clk, rst, out_weight_28, exp_data[3],  mul_out_2[3]);
pe_2 pe1_2_4(clk, rst, out_weight_29, exp_data[4],  mul_out_2[4]);
pe_2 pe1_2_5(clk, rst, out_weight_30, exp_data[5],  mul_out_2[5]);
pe_2 pe1_2_6(clk, rst, out_weight_31, exp_data[6],  mul_out_2[6]);
pe_2 pe1_2_7(clk, rst, out_weight_32, exp_data[7],  mul_out_2[7]);
pe_2 pe1_2_8(clk, rst, out_weight_33, exp_data[8],  mul_out_2[8]);
pe_2 pe1_2_9(clk, rst, out_weight_34, exp_data[9],  mul_out_2[9]);
pe_2 pe1_2_10(clk, rst, out_weight_35, exp_data[10],  mul_out_2[10]);
pe_2 pe1_2_11(clk, rst, out_weight_36, exp_data[11],  mul_out_2[11]);
pe_2 pe1_2_12(clk, rst, out_weight_37, exp_data[12],  mul_out_2[12]);
pe_2 pe1_2_13(clk, rst, out_weight_38, exp_data[13],  mul_out_2[13]);
pe_2 pe1_2_14(clk, rst, out_weight_39, exp_data[14],  mul_out_2[14]);
pe_2 pe1_2_15(clk, rst, out_weight_40, exp_data[15],  mul_out_2[15]);
pe_2 pe1_2_16(clk, rst, out_weight_41, exp_data[16],  mul_out_2[16]);
pe_2 pe1_2_17(clk, rst, out_weight_42, exp_data[17],  mul_out_2[17]);
pe_2 pe1_2_18(clk, rst, out_weight_43, exp_data[18],  mul_out_2[18]);
pe_2 pe1_2_19(clk, rst, out_weight_44, exp_data[19],  mul_out_2[19]);
pe_2 pe1_2_20(clk, rst, out_weight_45, exp_data[20],  mul_out_2[20]);
pe_2 pe1_2_21(clk, rst, out_weight_46, exp_data[21],  mul_out_2[21]);
pe_2 pe1_2_22(clk, rst, out_weight_47, exp_data[22],  mul_out_2[22]);
pe_2 pe1_2_23(clk, rst, out_weight_48, exp_data[23],  mul_out_2[23]);
pe_2 pe1_2_24(clk, rst, out_weight_49, exp_data[24],  mul_out_2[24]);
pe_2 pe1_3_0(clk, rst, out_weight_50, exp_data[0],  mul_out_3[0]);
pe_2 pe1_3_1(clk, rst, out_weight_51, exp_data[1],  mul_out_3[1]);
pe_2 pe1_3_2(clk, rst, out_weight_52, exp_data[2],  mul_out_3[2]);
pe_2 pe1_3_3(clk, rst, out_weight_53, exp_data[3],  mul_out_3[3]);
pe_2 pe1_3_4(clk, rst, out_weight_54, exp_data[4],  mul_out_3[4]);
pe_2 pe1_3_5(clk, rst, out_weight_55, exp_data[5],  mul_out_3[5]);
pe_2 pe1_3_6(clk, rst, out_weight_56, exp_data[6],  mul_out_3[6]);
pe_2 pe1_3_7(clk, rst, out_weight_57, exp_data[7],  mul_out_3[7]);
pe_2 pe1_3_8(clk, rst, out_weight_58, exp_data[8],  mul_out_3[8]);
pe_2 pe1_3_9(clk, rst, out_weight_59, exp_data[9],  mul_out_3[9]);
pe_2 pe1_3_10(clk, rst, out_weight_60, exp_data[10],  mul_out_3[10]);
pe_2 pe1_3_11(clk, rst, out_weight_61, exp_data[11],  mul_out_3[11]);
pe_2 pe1_3_12(clk, rst, out_weight_62, exp_data[12],  mul_out_3[12]);
pe_2 pe1_3_13(clk, rst, out_weight_63, exp_data[13],  mul_out_3[13]);
pe_2 pe1_3_14(clk, rst, out_weight_64, exp_data[14],  mul_out_3[14]);
pe_2 pe1_3_15(clk, rst, out_weight_65, exp_data[15],  mul_out_3[15]);
pe_2 pe1_3_16(clk, rst, out_weight_66, exp_data[16],  mul_out_3[16]);
pe_2 pe1_3_17(clk, rst, out_weight_67, exp_data[17],  mul_out_3[17]);
pe_2 pe1_3_18(clk, rst, out_weight_68, exp_data[18],  mul_out_3[18]);
pe_2 pe1_3_19(clk, rst, out_weight_69, exp_data[19],  mul_out_3[19]);
pe_2 pe1_3_20(clk, rst, out_weight_70, exp_data[20],  mul_out_3[20]);
pe_2 pe1_3_21(clk, rst, out_weight_71, exp_data[21],  mul_out_3[21]);
pe_2 pe1_3_22(clk, rst, out_weight_72, exp_data[22],  mul_out_3[22]);
pe_2 pe1_3_23(clk, rst, out_weight_73, exp_data[23],  mul_out_3[23]);
pe_2 pe1_3_24(clk, rst, out_weight_74, exp_data[24],  mul_out_3[24]);
assign calc_out_1 =   mul_out_1[0] + mul_out_1[1] + mul_out_1[2] + mul_out_1[3] + mul_out_1[4] 
                    + mul_out_1[5] + mul_out_1[6] + mul_out_1[7] + mul_out_1[8] + mul_out_1[9]
                    + mul_out_1[10] + mul_out_1[11] + mul_out_1[12] + mul_out_1[13] + mul_out_1[14]
                    + mul_out_1[15] + mul_out_1[16] + mul_out_1[17] + mul_out_1[18] + mul_out_1[19] 
                    + mul_out_1[20] + mul_out_1[21] + mul_out_1[22] + mul_out_1[23] + mul_out_1[24];
assign calc_out_2 =   mul_out_2[0] + mul_out_2[1] + mul_out_2[2] + mul_out_2[3] + mul_out_2[4] 
                    + mul_out_2[5] + mul_out_2[6] + mul_out_2[7] + mul_out_2[8] + mul_out_2[9] 
                    + mul_out_2[10] + mul_out_2[11] + mul_out_2[12] + mul_out_2[13] + mul_out_2[14] 
                    + mul_out_2[15] + mul_out_2[16] + mul_out_2[17] + mul_out_2[18] + mul_out_2[19] 
                    + mul_out_2[20] + mul_out_2[21] + mul_out_2[22] + mul_out_2[23] + mul_out_2[24];
assign calc_out_3 =   mul_out_3[0] + mul_out_3[1] + mul_out_3[2] + mul_out_3[3] + mul_out_3[4] 
                    + mul_out_3[5] + mul_out_3[6] + mul_out_3[7] + mul_out_3[8] + mul_out_3[9] 
                    + mul_out_3[10] + mul_out_3[11] + mul_out_3[12] + mul_out_3[13] + mul_out_3[14] 
                    + mul_out_3[15] + mul_out_3[16] + mul_out_3[17] + mul_out_3[18] + mul_out_3[19] 
                    + mul_out_3[20] + mul_out_3[21] + mul_out_3[22] + mul_out_3[23] + mul_out_3[24];	
assign conv_out_1 = calc_out_1[19:8] + exp_bias[0];  
assign conv_out_2 = calc_out_2[19:8] + exp_bias[1];
assign conv_out_3 = calc_out_3[19:8] + exp_bias[2];
assign valid_out = valid_in;
endmodule
`timescale 1ns / 1ps
module bit_shifter_2(
	input         clk,
	input         rst,
	input         i_skip,
	input  [3:0]  i_weight,
	input  [11:0] i_activation,   
	output [18:0] o_bit_shifted   
);
reg [17:0] r_bit_shifted;
reg        r_sign;
always @(posedge clk or posedge rst) begin
	if(rst) begin
		r_bit_shifted <= 18'd0;
		r_sign        <=  1'd0;
	end else begin
		if(i_skip) begin
			r_sign        <= r_sign;
			r_bit_shifted <= r_bit_shifted;
		end else begin
			case (i_weight [2:0])  
				3'd1    : r_bit_shifted <= {6'd0, i_activation      };
				3'd2    : r_bit_shifted <= {5'd0, i_activation, 1'd0};
				3'd3    : r_bit_shifted <= {4'd0, i_activation, 2'd0};
				3'd4    : r_bit_shifted <= {3'd0, i_activation, 3'd0};
				3'd5    : r_bit_shifted <= {2'd0, i_activation, 4'd0};
				3'd6    : r_bit_shifted <= {1'd0, i_activation, 5'd0};
				3'd7    : r_bit_shifted <= {      i_activation, 6'd0};
				default : r_bit_shifted <= 18'd0;
			endcase
			r_sign <= (i_weight[3]) ? 1'd1 : 1'd0;
		end
	end
end
assign o_bit_shifted = (r_sign) ? {r_sign, ~(r_bit_shifted)} + 1'd1 : {r_sign, r_bit_shifted};
endmodule
`timescale 1ns / 1ps
module pe_2(
	input         clk,
    input         rst,
    input  [3:0]  i_weight,
    input  [11:0] i_activation,
    output [18:0] o_calculated
);
wire   w_skip;
assign w_skip    = ((!(i_activation[0]|
                       i_activation[1]|
                       i_activation[2]|
                       i_activation[3]|
                       i_activation[4]|
                       i_activation[5]|
                       i_activation[6]|
                       i_activation[7])) |
                   (!(i_weight[0]|
                      i_weight[1]|
                      i_weight[2]|
                      i_weight[3])));
bit_shifter_2 u_bit_shifter_2(
    .clk           (clk),
	.rst           (rst),
    .i_skip        (w_skip), 
	.i_weight      (i_weight),
	.i_activation  (i_activation),
	.o_bit_shifted (o_calculated)
);
endmodule
==> design/flow/run.sh <==
#!/bin/bash
# OpenROAD 26Q1-2900-gdf79404cd8, Yosys 0.63+post, stock flow scripts
make -C /OpenROAD-flow-scripts/flow DESIGN_CONFIG=/design/flow/config.mk WORK_HOME=/design/flow/orfs finish
==> design/flow/config.mk <==
export PLATFORM = sky130hd
export DESIGN_NAME = conv2_calc_5ks_1
export DESIGN_NICKNAME = conv2_calc_5ks_1
export VERILOG_FILES = /design/flow/design.v
export SDC_FILE = /design/flow/constraint.sdc
export NUM_CORES = 4
export LEC_CHECK = 1
export CORE_UTILIZATION = 30
==> design/flow/constraint.sdc <==
current_design conv2_calc_5ks_1

set clk_period 22.4
set clk_io_pct 0.2

create_clock -name clk0 -period $clk_period [get_ports {clk}]

set non_clock_inputs [all_inputs -no_clocks]
set_input_delay [expr $clk_period * $clk_io_pct] -clock clk0 $non_clock_inputs
set_output_delay [expr $clk_period * $clk_io_pct] -clock clk0 [all_outputs]
==> impl_metrics.json <==
{
  "htree_levels": 4,
  "slew_headroom_pct": 34.1,
  "critical_path.max_stage_delay_ns": 0.79,
  "cts_tree": "yes",
  "lay_top_count": "nand2_1",
  "final-setup-viol-count": 0,
  "grt_pass1_vias": 128000,
  "holdCritStartpoint": "pe1_2_4.u_bit_shifter_2.r_bit_shifted[1]",
  "startpoint_type": "flop",
  "tool_warnings": 36,
  "whs_ns": 0.488,
  "grt_pass1_wl_um": 950000,
  "rrSetupSlack_ns": 21.02,
  "worstPathRequired_ns": 17.92,
  "path_max_fanout": 5,
  "finalInstanceArea_um2": 169000,
  "clkLatencyLatePin_ns": 0.93,
  "drive_gt1_share_pct": 6.55,
  "path_common_cell": "fa_1",
  "drv_slew": 0,
  "yosys_warnings": 2,
  "synth_cell_types": 82,
  "r2r-start": "pe1_2_15.u_bit_shifter_2.r_sign",
  "avgSynthCellArea_um2": 8.44,
  "slowest_stage": "xnor2_1",
  "dp_worst_setup_slack_ns": 7.38,
  "finalCritPeriodShare_pct": 72.1,
  "drt_wl_total_um": 677000,
  "antenna_found_initial": 125,
  "dpl_cell_area_um2": 162000,
  "die-area_um2": 499000,
  "vias": 135000,
  "r2r_cells": 2,
  "ff_type": "dfrtp_1",
  "grt_use_total_pct": 27.5,
  "utilization_pct": 34.2,
  "yosysCellCount": 17600,
  "max_slew.worst_pin.slew_ns": 0.981,
  "routed_via_density": 5.52,
  "postCtsHoldBufs": 0,
  "dp_hpwl_um": 557000,
  "hp-class": "flop to flop",
  "drcViolationCount": 0,
  "crit_type": "flop to primary output",
  "numClockSinks": 1425,
  "clockBufferDepth": 4,
  "clock.fmax_mhz": 62.0,
  "place.gp.congestion": 1.11,
  "comb_area_um2": 103000,
  "cts_root_buffer": "clkbuf_16",
  "cts_made_buffers": 182,
  "setup_ws_ns": 6.26,
  "area_delta_synth_final_pct": 13.4,
  "yosys_area_um2": 149000,
  "nFillCells": 50500,
  "syn_inst": 17600,
  "cts_setup_buffers": 0,
  "syn_area_um2": 149000,
  "ios": 664,
  "edf_count": 0,
  "ys_seq_share_pct": 24.0,
  "grt_max_degree": 112,
  "synthArstFlopShare_pct": 100,
  "worstHoldPathCells": 2,
  "lay_top_cells": "nand2_1, o21ai_0, inv_1, dfrtp_1, fa_1",
  "rsz0062_at_grt": "false",
  "ant_nets": 0,
  "drt_iter0_markers": 13900,
  "core_util_floorplan_pct": 30.1,
  "dieHeight_um": 706,
  "rr_endpoint": "pe1_2_15.u_bit_shifter_2.r_sign",
  "end_kind": "primary output",
  "status": "complete, no violations",
  "finalHoldViolCount": 0,
  "core_um2": 494000,
  "firstDrtPassIters": 10,
  "rows": 258,
  "port_buffers": 661,
  "min_to": "pe1_2_4.u_bit_shifter_2.r_bit_shifted[1]",
  "drv_cap": 0,
  "area.sequential_um2": 35700,
  "worstPathArrival_ns": 11.66,
  "final.min_clock_period_ns": 16.14,
  "fp.dieW_um": 706,
  "gr-total-overflow": 0,
  "clk_pin_slew_ns": 0.06,
  "post_cts_resize_count": 0,
  "fin_skew_ns": 0,
  "wire_per_inst_um": 27.8,
  "ys.flops": 1425
}
[synth_stat cells (159+ instances only)]
library cell  number  area [um^2]
o21ai_0         1751         8760
mux2i_1          526         5270
nor2_1           882         3310
xor2_1           591         5180
a32o_1           186         1860
a221oi_1         205         1800
dfrtp_1         1425        35700
clkbuf_1        1121         4210
a22oi_1          243         1820
fa_1            1251        25000
nand2b_1         160         1000
a21oi_1          716         3580
ha_1             192         2400
nand3_1          289         1450
a22o_1           311         2720
nor2b_1          187         1170
o31ai_1          423         3180
nand2_1         2548         9560
o41ai_1          159         1390
inv_1           1560         5860
xnor2_1          751         6580
mux2_2           296         3330
[area by class of cell]
class / count / share of cell area, %
repair buffers: 1124 / 6.00
diodes: 63 / 0.0934
inverters: 1590 / 3.54
clock buffers: 255 / 3.07
well taps: 6500 / 4.82
clock inverters: 73 / 0.586
flip-flops and latches: 1425 / 21.1
multi-input cells: 13400 / 60.8
[cells by family after synthesis]
group / share of synthesized area (%)
AOI/OAI and AO/OA: 21.8
xor gates and xnor gates: 7.91
adders and majority gates: 18.4
buffers and inverters: 7.15
DFF: 24.0
muxes: 6.43
and+or+nand+nor: 14.3
[worst max path at each step]
stage	start	end	slack (ns)	cells after the start
4_1_cts	pe1_2_23.u_bit_shifter_2.r_bit_shifted[2]	conv_out_2[11]	6.32	35
6_report	pe1_2_23.u_bit_shifter_2.r_bit_shifted[2]	conv_out_2[11]	6.26	35
5_1_grt	pe1_2_23.u_bit_shifter_2.r_bit_shifted[2]	conv_out_2[11]	5.78	35
[critical path, delay by kind of cell (launching register included)]
family / cells / cell delay [ns]
adder cells (fa/ha/maj): 9 / 4.37
AND/OR/NAND/NOR: 10 / 2.35
AND-OR/OR-AND: 6 / 1.32
XOR/XNOR: 4 / 1.27
buffers and inverters: 6 / 0.98
flip-flops: 1 / 0.43
[through the flow]
step | TNS, ns | std cells
3_5_place_dp | 0 | 24000
6_report | 0 | 24400
3_3_place_gp | 0 | 24000
5_1_grt | 0 | 24400
4_1_cts | 0 | 24300
2_1_floorplan | -2569.18 | 17600
[routing by layer]
layer	wire length [um]	vias to the layer above	GRT usage, %
li1	-	61500	-
met1	255000	65500	34.8
met5	1100	-	0.634
met4	46800	80	15.0
met3	89300	1215	13.9
met2	286000	6357	38.5
