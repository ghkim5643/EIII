--- ./config.mk ---
export PLATFORM = sky130hd
export DESIGN_NAME = conv2_calc_5ks_2
export DESIGN_NICKNAME = conv2_calc_5ks_2
export VERILOG_FILES = /design/flow/design.v
export SDC_FILE = /design/flow/constraint.sdc
export NUM_CORES = 4
export LEC_CHECK = 1
export CORE_UTILIZATION = 30
--- ./constraint.sdc ---
current_design conv2_calc_5ks_2

set clk_period 13.5
set clk_io_pct 0.2

create_clock -name clk0 -period $clk_period [get_ports {clk}]

set non_clock_inputs [all_inputs -no_clocks]
set_input_delay [expr $clk_period * $clk_io_pct] -clock clk0 $non_clock_inputs
set_output_delay [expr $clk_period * $clk_io_pct] -clock clk0 [all_outputs]
--- ./design.v ---
module conv2_calc_5ks_2(
	valid_in, clk, rst,
	out_data_0, out_data_1, out_data_2, out_data_3, out_data_4,
	out_data_5, out_data_6, out_data_7, out_data_8, out_data_9,
	out_data_10, out_data_11, out_data_12, out_data_13, out_data_14,
	out_data_15, out_data_16, out_data_17, out_data_18, out_data_19,
	out_data_20, out_data_21, out_data_22, out_data_23, out_data_24,
    out_weight_0, out_weight_1,out_weight_2,out_weight_3,out_weight_4,out_weight_5,out_weight_6,
    out_weight_7,out_weight_8,out_weight_9,out_weight_10,out_weight_11,out_weight_12,out_weight_13,
    out_weight_14,out_weight_15,out_weight_16,out_weight_17,out_weight_18,out_weight_19,out_weight_20,
    out_weight_21,out_weight_22,out_weight_23,out_weight_24,out_weight_25,out_weight_26,out_weight_27,
    out_weight_28,out_weight_29,out_weight_30,out_weight_31,out_weight_32,out_weight_33,out_weight_34,
    out_weight_35,out_weight_36,out_weight_37,out_weight_38,out_weight_39,out_weight_40,out_weight_41,
    out_weight_42,out_weight_43,out_weight_44,out_weight_45,out_weight_46,out_weight_47,out_weight_48,
    out_weight_49,out_weight_50,out_weight_51,out_weight_52,out_weight_53,out_weight_54,out_weight_55,
    out_weight_56,out_weight_57,out_weight_58,out_weight_59,out_weight_60,out_weight_61,out_weight_62,
    out_weight_63,out_weight_64,out_weight_65,out_weight_66,out_weight_67,out_weight_68,out_weight_69,
    out_weight_70,out_weight_71,out_weight_72,out_weight_73,out_weight_74,
    bias_0, bias_1, bias_2,
	conv_out_1, conv_out_2, conv_out_3,
	valid_out
);
input valid_in, clk, rst;
input [11:0] out_data_0, out_data_1, out_data_2, out_data_3, out_data_4,
			out_data_5, out_data_6, out_data_7, out_data_8, out_data_9,
			out_data_10, out_data_11, out_data_12, out_data_13, out_data_14,
			out_data_15, out_data_16, out_data_17, out_data_18, out_data_19,
			out_data_20, out_data_21, out_data_22, out_data_23, out_data_24;
input [3:0] out_weight_0, out_weight_1,out_weight_2,out_weight_3,out_weight_4,out_weight_5,out_weight_6,
           out_weight_7,out_weight_8,out_weight_9,out_weight_10,out_weight_11,out_weight_12,out_weight_13,
           out_weight_14,out_weight_15,out_weight_16,out_weight_17,out_weight_18,out_weight_19,out_weight_20,
           out_weight_21,out_weight_22,out_weight_23,out_weight_24,out_weight_25,out_weight_26,out_weight_27,
           out_weight_28,out_weight_29,out_weight_30,out_weight_31,out_weight_32,out_weight_33,out_weight_34,
           out_weight_35,out_weight_36,out_weight_37,out_weight_38,out_weight_39,out_weight_40,out_weight_41,
           out_weight_42,out_weight_43,out_weight_44,out_weight_45,out_weight_46,out_weight_47,out_weight_48,
           out_weight_49,out_weight_50,out_weight_51,out_weight_52,out_weight_53,out_weight_54,out_weight_55,
           out_weight_56,out_weight_57,out_weight_58,out_weight_59,out_weight_60,out_weight_61,out_weight_62,
           out_weight_63,out_weight_64,out_weight_65,out_weight_66,out_weight_67,out_weight_68,out_weight_69,
           out_weight_70,out_weight_71,out_weight_72,out_weight_73,out_weight_74;
input [7:0] bias_0, bias_1, bias_2;			
output signed [11:0] conv_out_1;
output signed [11:0] conv_out_2;
output signed [11:0] conv_out_3;
output valid_out;
wire signed [19:0] calc_out_1;  
wire signed [19:0] calc_out_2;  
wire signed [19:0] calc_out_3;  
wire signed [11:0] exp_bias [0:2];
reg [3:0] weight_1 [0:24];
reg [3:0] weight_2 [0:24];
reg [3:0] weight_3 [0:24];
wire signed [18:0] mul_out_1 [0:24];  
wire signed [18:0] mul_out_2 [0:24];  
wire signed [18:0] mul_out_3 [0:24];  
wire [11:0] exp_data [0:24];
assign exp_data[0] = out_data_0;
assign exp_data[1] = out_data_1;
assign exp_data[2] = out_data_2;
assign exp_data[3] = out_data_3;
assign exp_data[4] = out_data_4;
assign exp_data[5] = out_data_5;
assign exp_data[6] = out_data_6;
assign exp_data[7] = out_data_7;
assign exp_data[8] = out_data_8;
assign exp_data[9] = out_data_9;
assign exp_data[10] = out_data_10;
assign exp_data[11] = out_data_11;
assign exp_data[12] = out_data_12;
assign exp_data[13] = out_data_13;
assign exp_data[14] = out_data_14;
assign exp_data[15] = out_data_15;
assign exp_data[16] = out_data_16;
assign exp_data[17] = out_data_17;
assign exp_data[18] = out_data_18;
assign exp_data[19] = out_data_19;
assign exp_data[20] = out_data_20;
assign exp_data[21] = out_data_21;
assign exp_data[22] = out_data_22;
assign exp_data[23] = out_data_23;
assign exp_data[24] = out_data_24;
assign exp_bias[0] = (bias_0[7] == 1) ? {4'b1111, bias_0} : {4'd0, bias_0};
assign exp_bias[1] = (bias_1[7] == 1) ? {4'b1111, bias_1} : {4'd0, bias_1};
assign exp_bias[2] = (bias_2[7] == 1) ? {4'b1111, bias_2} : {4'd0, bias_2};
pe_2 pe2_1_0(clk, rst, out_weight_0, exp_data[0],  mul_out_1[0]);
pe_2 pe2_1_1(clk, rst, out_weight_1, exp_data[1],  mul_out_1[1]);
pe_2 pe2_1_2(clk, rst, out_weight_2, exp_data[2],  mul_out_1[2]);
pe_2 pe2_1_3(clk, rst, out_weight_3, exp_data[3],  mul_out_1[3]);
pe_2 pe2_1_4(clk, rst, out_weight_4, exp_data[4],  mul_out_1[4]);
pe_2 pe2_1_5(clk, rst, out_weight_5, exp_data[5],  mul_out_1[5]);
pe_2 pe2_1_6(clk, rst, out_weight_6, exp_data[6],  mul_out_1[6]);
pe_2 pe2_1_7(clk, rst, out_weight_7, exp_data[7],  mul_out_1[7]);
pe_2 pe2_1_8(clk, rst, out_weight_8, exp_data[8],  mul_out_1[8]);
pe_2 pe2_1_9(clk, rst, out_weight_9, exp_data[9],  mul_out_1[9]);
pe_2 pe2_1_10(clk, rst, out_weight_10, exp_data[10],  mul_out_1[10]);
pe_2 pe2_1_11(clk, rst, out_weight_11, exp_data[11],  mul_out_1[11]);
pe_2 pe2_1_12(clk, rst, out_weight_12, exp_data[12],  mul_out_1[12]);
pe_2 pe2_1_13(clk, rst, out_weight_13, exp_data[13],  mul_out_1[13]);
pe_2 pe2_1_14(clk, rst, out_weight_14, exp_data[14],  mul_out_1[14]);
pe_2 pe2_1_15(clk, rst, out_weight_15, exp_data[15],  mul_out_1[15]);
pe_2 pe2_1_16(clk, rst, out_weight_16, exp_data[16],  mul_out_1[16]);
pe_2 pe2_1_17(clk, rst, out_weight_17, exp_data[17],  mul_out_1[17]);
pe_2 pe2_1_18(clk, rst, out_weight_18, exp_data[18],  mul_out_1[18]);
pe_2 pe2_1_19(clk, rst, out_weight_19, exp_data[19],  mul_out_1[19]);
pe_2 pe2_1_20(clk, rst, out_weight_20, exp_data[20],  mul_out_1[20]);
pe_2 pe2_1_21(clk, rst, out_weight_21, exp_data[21],  mul_out_1[21]);
pe_2 pe2_1_22(clk, rst, out_weight_22, exp_data[22],  mul_out_1[22]);
pe_2 pe2_1_23(clk, rst, out_weight_23, exp_data[23],  mul_out_1[23]);
pe_2 pe2_1_24(clk, rst, out_weight_24, exp_data[24],  mul_out_1[24]);
pe_2 pe2_2_0(clk, rst, out_weight_25, exp_data[0],  mul_out_2[0]);
pe_2 pe2_2_1(clk, rst, out_weight_26, exp_data[1],  mul_out_2[1]);
pe_2 pe2_2_2(clk, rst, out_weight_27, exp_data[2],  mul_out_2[2]);
pe_2 pe2_2_3(clk, rst, out_weight_28, exp_data[3],  mul_out_2[3]);
pe_2 pe2_2_4(clk, rst, out_weight_29, exp_data[4],  mul_out_2[4]);
pe_2 pe2_2_5(clk, rst, out_weight_30, exp_data[5],  mul_out_2[5]);
pe_2 pe2_2_6(clk, rst, out_weight_31, exp_data[6],  mul_out_2[6]);
pe_2 pe2_2_7(clk, rst, out_weight_32, exp_data[7],  mul_out_2[7]);
pe_2 pe2_2_8(clk, rst, out_weight_33, exp_data[8],  mul_out_2[8]);
pe_2 pe2_2_9(clk, rst, out_weight_34, exp_data[9],  mul_out_2[9]);
pe_2 pe2_2_10(clk, rst, out_weight_35, exp_data[10],  mul_out_2[10]);
pe_2 pe2_2_11(clk, rst, out_weight_36, exp_data[11],  mul_out_2[11]);
pe_2 pe2_2_12(clk, rst, out_weight_37, exp_data[12],  mul_out_2[12]);
pe_2 pe2_2_13(clk, rst, out_weight_38, exp_data[13],  mul_out_2[13]);
pe_2 pe2_2_14(clk, rst, out_weight_39, exp_data[14],  mul_out_2[14]);
pe_2 pe2_2_15(clk, rst, out_weight_40, exp_data[15],  mul_out_2[15]);
pe_2 pe2_2_16(clk, rst, out_weight_41, exp_data[16],  mul_out_2[16]);
pe_2 pe2_2_17(clk, rst, out_weight_42, exp_data[17],  mul_out_2[17]);
pe_2 pe2_2_18(clk, rst, out_weight_43, exp_data[18],  mul_out_2[18]);
pe_2 pe2_2_19(clk, rst, out_weight_44, exp_data[19],  mul_out_2[19]);
pe_2 pe2_2_20(clk, rst, out_weight_45, exp_data[20],  mul_out_2[20]);
pe_2 pe2_2_21(clk, rst, out_weight_46, exp_data[21],  mul_out_2[21]);
pe_2 pe2_2_22(clk, rst, out_weight_47, exp_data[22],  mul_out_2[22]);
pe_2 pe2_2_23(clk, rst, out_weight_48, exp_data[23],  mul_out_2[23]);
pe_2 pe2_2_24(clk, rst, out_weight_49, exp_data[24],  mul_out_2[24]);
pe_2 pe2_3_0(clk, rst, out_weight_50, exp_data[0],  mul_out_3[0]);
pe_2 pe2_3_1(clk, rst, out_weight_51, exp_data[1],  mul_out_3[1]);
pe_2 pe2_3_2(clk, rst, out_weight_52, exp_data[2],  mul_out_3[2]);
pe_2 pe2_3_3(clk, rst, out_weight_53, exp_data[3],  mul_out_3[3]);
pe_2 pe2_3_4(clk, rst, out_weight_54, exp_data[4],  mul_out_3[4]);
pe_2 pe2_3_5(clk, rst, out_weight_55, exp_data[5],  mul_out_3[5]);
pe_2 pe2_3_6(clk, rst, out_weight_56, exp_data[6],  mul_out_3[6]);
pe_2 pe2_3_7(clk, rst, out_weight_57, exp_data[7],  mul_out_3[7]);
pe_2 pe2_3_8(clk, rst, out_weight_58, exp_data[8],  mul_out_3[8]);
pe_2 pe2_3_9(clk, rst, out_weight_59, exp_data[9],  mul_out_3[9]);
pe_2 pe2_3_10(clk, rst, out_weight_60, exp_data[10],  mul_out_3[10]);
pe_2 pe2_3_11(clk, rst, out_weight_61, exp_data[11],  mul_out_3[11]);
pe_2 pe2_3_12(clk, rst, out_weight_62, exp_data[12],  mul_out_3[12]);
pe_2 pe2_3_13(clk, rst, out_weight_63, exp_data[13],  mul_out_3[13]);
pe_2 pe2_3_14(clk, rst, out_weight_64, exp_data[14],  mul_out_3[14]);
pe_2 pe2_3_15(clk, rst, out_weight_65, exp_data[15],  mul_out_3[15]);
pe_2 pe2_3_16(clk, rst, out_weight_66, exp_data[16],  mul_out_3[16]);
pe_2 pe2_3_17(clk, rst, out_weight_67, exp_data[17],  mul_out_3[17]);
pe_2 pe2_3_18(clk, rst, out_weight_68, exp_data[18],  mul_out_3[18]);
pe_2 pe2_3_19(clk, rst, out_weight_69, exp_data[19],  mul_out_3[19]);
pe_2 pe2_3_20(clk, rst, out_weight_70, exp_data[20],  mul_out_3[20]);
pe_2 pe2_3_21(clk, rst, out_weight_71, exp_data[21],  mul_out_3[21]);
pe_2 pe2_3_22(clk, rst, out_weight_72, exp_data[22],  mul_out_3[22]);
pe_2 pe2_3_23(clk, rst, out_weight_73, exp_data[23],  mul_out_3[23]);
pe_2 pe2_3_24(clk, rst, out_weight_74, exp_data[24],  mul_out_3[24]);
assign calc_out_1 =   mul_out_1[0] + mul_out_1[1] + mul_out_1[2] + mul_out_1[3] + mul_out_1[4] 
                    + mul_out_1[5] + mul_out_1[6] + mul_out_1[7] + mul_out_1[8] + mul_out_1[9]
                    + mul_out_1[10] + mul_out_1[11] + mul_out_1[12] + mul_out_1[13] + mul_out_1[14]
                    + mul_out_1[15] + mul_out_1[16] + mul_out_1[17] + mul_out_1[18] + mul_out_1[19] 
                    + mul_out_1[20] + mul_out_1[21] + mul_out_1[22] + mul_out_1[23] + mul_out_1[24];
assign calc_out_2 =   mul_out_2[0] + mul_out_2[1] + mul_out_2[2] + mul_out_2[3] + mul_out_2[4] 
                    + mul_out_2[5] + mul_out_2[6] + mul_out_2[7] + mul_out_2[8] + mul_out_2[9] 
                    + mul_out_2[10] + mul_out_2[11] + mul_out_2[12] + mul_out_2[13] + mul_out_2[14] 
                    + mul_out_2[15] + mul_out_2[16] + mul_out_2[17] + mul_out_2[18] + mul_out_2[19] 
                    + mul_out_2[20] + mul_out_2[21] + mul_out_2[22] + mul_out_2[23] + mul_out_2[24];
assign calc_out_3 =   mul_out_3[0] + mul_out_3[1] + mul_out_3[2] + mul_out_3[3] + mul_out_3[4] 
                    + mul_out_3[5] + mul_out_3[6] + mul_out_3[7] + mul_out_3[8] + mul_out_3[9] 
                    + mul_out_3[10] + mul_out_3[11] + mul_out_3[12] + mul_out_3[13] + mul_out_3[14] 
                    + mul_out_3[15] + mul_out_3[16] + mul_out_3[17] + mul_out_3[18] + mul_out_3[19] 
                    + mul_out_3[20] + mul_out_3[21] + mul_out_3[22] + mul_out_3[23] + mul_out_3[24];	
assign conv_out_1 = calc_out_1[19:8] + exp_bias[0];  
assign conv_out_2 = calc_out_2[19:8] + exp_bias[1];
assign conv_out_3 = calc_out_3[19:8] + exp_bias[2];
assign valid_out = valid_in;
endmodule
`timescale 1ns / 1ps
module bit_shifter_2(
	input         clk,
	input         rst,
	input         i_skip,
	input  [3:0]  i_weight,
	input  [11:0] i_activation,   
	output [18:0] o_bit_shifted   
);
reg [17:0] r_bit_shifted;
reg        r_sign;
always @(posedge clk or posedge rst) begin
	if(rst) begin
		r_bit_shifted <= 18'd0;
		r_sign        <=  1'd0;
	end else begin
		if(i_skip) begin
			r_sign        <= r_sign;
			r_bit_shifted <= r_bit_shifted;
		end else begin
			case (i_weight [2:0])  
				3'd1    : r_bit_shifted <= {6'd0, i_activation      };
				3'd2    : r_bit_shifted <= {5'd0, i_activation, 1'd0};
				3'd3    : r_bit_shifted <= {4'd0, i_activation, 2'd0};
				3'd4    : r_bit_shifted <= {3'd0, i_activation, 3'd0};
				3'd5    : r_bit_shifted <= {2'd0, i_activation, 4'd0};
				3'd6    : r_bit_shifted <= {1'd0, i_activation, 5'd0};
				3'd7    : r_bit_shifted <= {      i_activation, 6'd0};
				default : r_bit_shifted <= 18'd0;
			endcase
			r_sign <= (i_weight[3]) ? 1'd1 : 1'd0;
		end
	end
end
assign o_bit_shifted = (r_sign) ? {r_sign, ~(r_bit_shifted)} + 1'd1 : {r_sign, r_bit_shifted};
endmodule
`timescale 1ns / 1ps
module pe_2(
	input         clk,
    input         rst,
    input  [3:0]  i_weight,
    input  [11:0] i_activation,
    output [18:0] o_calculated
);
wire   w_skip;
assign w_skip    = ((!(i_activation[0]|
                       i_activation[1]|
                       i_activation[2]|
                       i_activation[3]|
                       i_activation[4]|
                       i_activation[5]|
                       i_activation[6]|
                       i_activation[7])) |
                   (!(i_weight[0]|
                      i_weight[1]|
                      i_weight[2]|
                      i_weight[3])));
bit_shifter_2 u_bit_shifter_2(
    .clk           (clk),
	.rst           (rst),
    .i_skip        (w_skip), 
	.i_weight      (i_weight),
	.i_activation  (i_activation),
	.o_bit_shifted (o_calculated)
);
endmodule
--- ./run.sh ---
#!/bin/bash
# OpenROAD 26Q1-2900-gdf79404cd8, Yosys 0.63+post, stock flow scripts
make -C /OpenROAD-flow-scripts/flow DESIGN_CONFIG=/design/flow/config.mk WORK_HOME=/design/flow/orfs finish
==> results.cfg <==
; yosys + openroad results
[final_timing]
hold-worst-slack_ps = 488
setup_viol = 0
period_used_pct = 98.1
finalHoldViolCount = 0
min_period_ps = 13240
fin_skew_ps = 0
slew_headroom_pct = 33.6
tns_ps = 0
tightest_slew_ps = 993
clock.fmax_ghz = 0.0755
rsz0062_at_grt = true
finalMaxSlewViolations = 0

[critical_path]
max_stage_delay_ps = 710
critPathLaunchType = flop
crit_slowest_cell = fa_1
worst-path-max-fanout = 4
path_delay_family = adder cells
rr_worst_depth = 2
cp_common_cell = fa_1
cp-end-kind = primary output
arrival_ps = 10540
crit_type = flop to primary output
path_buffers = 3
worstPathRequired_ps = 10800
worstReg2RegStart = pe2_1_4.u_bit_shifter_2.r_sign$_DFFE_PP0N_
worstSetupPathDepth = 28
startpoint = pe2_1_3.u_bit_shifter_2.r_bit_shifted[5]$_DFFE_PP0N_

[synth]
top_area_cell = dfrtp_1
yosysUniqueCellTypes = 82
edf_count = 0
topCellsByArea = dfrtp_1 (24%), fa_1 (17%), nand2_1 (6.4%)
ys_warn_count = 2
top_area_share_pct = 24.0
syn_area_per_cell_sq_um = 8.44
ff_type = dfrtp_1
async_flop_share_pct = 100
netlist_area_sq_mm = 0.149
ys_chip_area_sq_mm = 0.149
yosys_cells = 17600
syn_inst = 17600
numSynthFlops = 1425
synth_seq_share_pct = 24.0

[drt]
final_antenna_net_count = 0
drt_iter0_drc = 12800
drc_errors = 0
vias = 134000
wl_per_cell_um = 27.5
drt-vias-per-instance = 5.48
drt_pass1_iterations = 9
wirelength_um = 670000

[die]
fp.dieW_um = 706
fp_util_pct = 30.1
ioPinCount = 664
die_area_sq_mm = 0.499
die_h_um = 706
fp-row-count = 258
fp.coreArea_sq_mm = 0.494

[finish]
final_layout_size_suffix_gt1_share_pct = 7.31
comb_area_sq_mm = 0.103
layout_top_cell = nand2_1
final_cells = 24400
area_growth_pct = 14.0
design_area_sq_mm = 0.170
n_fill_cell = 50500
lay_top_cells = nand2_1 (2546), o21ai_0 (1738), inv_1 (1557)
seq_area_sq_mm = 0.0357

[placement]
placed_area_sq_mm = 0.162
dp_hpwl_um = 551000
place_inst = 24000
place_congestion = 1.11
io_buffers = 661

[cts]
hold_buffers = 0
clockRootBuffer = clkbuf_16
cts_buffers = 189
cts_tree = yes
clock_sinks = 1425
h-tree-depth = 4
clk_pin_slew_worst_paths_ps = 60
clkLatencyLatePin_ps = 900
cts_max_path_buffers = 4

[min_path]
min_path_cells = 2
hp-class = flop to flop
hold_path.startpoint = pe2_1_7.u_bit_shifter_2.r_bit_shifted[1]$_DFFE_PP0N_

[global_routing]
gr-total-overflow = 0
grt_usage_pct = 27.3
grt_pass1_wl_um = 944000
grt_pass1_vias = 128000
grt_start_max_net_pins = 118
grt_antenna_before_repair = 141

[outcome]
outcome = complete, no violations

[job]
cap_violations = 0
tool_warnings = 44
==> cell usage after synthesis (186+ instances only) <==
| cell type | count |
|---|---|
| a21oi_1 | 716 |
| a221oi_1 | 205 |
| a22o_1 | 311 |
| a22oi_1 | 243 |
| a32o_1 | 186 |
| clkbuf_1 | 1121 |
| dfrtp_1 | 1425 |
| fa_1 | 1251 |
| ha_1 | 192 |
| inv_1 | 1560 |
| mux2_2 | 296 |
| mux2i_1 | 526 |
| nand2_1 | 2548 |
| nand3_1 | 289 |
| nor2_1 | 882 |
| nor2b_1 | 187 |
| o21ai_0 | 1751 |
| o31ai_1 | 423 |
| xnor2_1 | 751 |
| xor2_1 | 591 |
==> routing by layer <==
layer,vias to the layer above,GRT usage (%),part of all wire (%)
li1,61400,-,-
met1,65000,34.1,37
met2,5962,38.5,43
met3,1254,14.0,13
met4,94,14.8,6.8
met5,-,0.519,0.15
==> tightest hold or removal path: cells and delay by family (launching register included) <==
kind / cells / cell delay, ps
AND-OR/OR-AND: 1 / 60
AND/OR/NAND/NOR: 1 / 50
flip-flops: 1 / 340
==> worst paths after layout <==
path / end / slack [ps]
setup / recovery: conv_out_1[11] / 260
hold / removal: pe2_1_7.u_bit_shifter_2.r_bit_shifted[1]$_DFFE_PP0N_ / 490
setup reg to reg: pe2_1_4.u_bit_shifter_2.r_sign$_DFFE_PP0N_ / 12200
hold reg to reg: pe2_1_7.u_bit_shifter_2.r_bit_shifted[1]$_DFFE_PP0N_ / 490
max in group asynchronous: pe2_2_18.u_bit_shifter_2.r_bit_shifted[4]$_DFFE_PP0N_ / 8220
min in group asynchronous: pe2_2_1.u_bit_shifter_2.r_bit_shifted[6]$_DFFE_PP0N_ / 2280
==> metrics by stage <==
stage,utilization (%),setup WS [ps]
3_3_place_gp,32.8,350
3_5_place_dp,32.8,561
5_1_grt,34.4,-49.4
4_1_cts,34.2,-25.3
2_1_floorplan,-,-8920
6_report,34.4,260
==> layout make-up <==
cell class	count	area share (%)
multi-input combinational	13400	60.9
sequential	1425	21.0
timing repair buffer	1090	5.83
tap	6500	4.79
inverter	1590	3.52
clock buffer	246	3.09
clock inverter	94	0.725
antenna	69	0.102
==> logic make-up after synthesis <==
group,count (synthesis),share of synthesized area [%]
xor+xnor,1343,7.91
mux,865,6.43
simple gates,4821,14.3
buf+inv,2835,7.15
flops,1425,24.0
compound gates,4904,21.8
fa+ha+maj,1443,18.4
==> repair_timing <==
item,in CTS,in global routing
setup endpoints to repair,5,13
pin swaps,2,39
resized,28,153
buffers inserted,1,8
endpoints found under the hold margin,0,0
